==> /design/flow/design.v <==
module i2c_master(
    output       SCL,           
    inout        SDA,           
    input        clk,           
    input        rst_n,         
    input        PL_KEY1,       
    input        PL_KEY2        
);
reg [1:0] key_press_down;
reg [1:0] key_press_down_r;
always @(posedge clk, negedge rst_n) begin
    if(!rst_n) begin
        key_press_down <= 2'b11;
        key_press_down_r <= 2'b11;
    end
    else begin
        key_press_down <= {PL_KEY2, PL_KEY1};
        key_press_down_r <= key_press_down;
    end
end
wire [1:0] key_press_down_conf;
assign key_press_down_conf = key_press_down_r & (~key_press_down);
reg [19:0] cnt_k;
always @(posedge clk, negedge rst_n) begin
    if(!rst_n)
        cnt_k <= 20'd0;
    else if(key_press_down_conf != 2'd0)   
        cnt_k <= 20'd0;
    else
        cnt_k <= cnt_k + 1'b1;
end
reg [1:0] sampled_key_info;
always @(posedge clk, negedge rst_n) begin
    if(!rst_n)
        sampled_key_info <= 2'b11;
    else if(cnt_k == 20'd99_9999)   
        sampled_key_info <= {PL_KEY2, PL_KEY1};
    else
        sampled_key_info <= 2'b11;
end
wire PL_KEY1_pressed;
wire PL_KEY2_pressed;
assign PL_KEY1_pressed = sampled_key_info[0];
assign PL_KEY2_pressed = sampled_key_info[1];
reg [6:0] cnt;
always @(posedge clk, negedge rst_n) begin
    if(!rst_n)
        cnt <= 7'd0;
    else if(cnt == 7'd124)
        cnt <= 7'd0;
    else
        cnt <= cnt + 1'b1;
end
reg SCL_r;
always @(posedge clk, negedge rst_n) begin
    if(!rst_n)
        SCL_r <= 1'b0;
    else begin
        if(cnt == 7'd0)
            SCL_r <= 1'b1;   
        else if(cnt == 7'd50)
            SCL_r <= 1'b0;   
    end
end
assign SCL = SCL_r;
parameter WRITE_CTRL_BYTE = 8'b1010_0000,   
          READ_CTRL_BYTE  = 8'b1010_0001,   
          WRITE_DATA      = 8'b0000_0101,   
          WRITE_READ_ADDR = 8'b0001_1110;   
reg SDA_r;
reg SDA_en;
assign SDA = SDA_en ? SDA_r : 1'bz;   
parameter IDLE              = 5'd0,
          START_W           = 5'd1,
          SEND_CTRL_BYTE_W  = 5'd2,
          RECEIVE_ACK_1_W   = 5'd3,
          SEND_ADDR_BYTE_W  = 5'd4,
          RECEIVE_ACK_2_W   = 5'd5,
          SEND_DATA_BYTE_W  = 5'd6,
          RECEIVE_ACK_3_W   = 5'd7,
          STOP_W            = 5'd8,
          START_R_1           = 5'd9,
          SEND_CTRL_BYTE_1_R  = 5'd10,
          RECEIVE_ACK_1_R     = 5'd11,
          SEND_ADDR_BYTE_R    = 5'd12,
          RECEIVE_ACK_2_R     = 5'd13,
          START_R_2           = 5'd14,
          SEND_CTRL_BYTE_2_R  = 5'd15,
          RECEIVE_ACK_3_R     = 5'd16,
          RECEIVE_DATA_R      = 5'd17,
          STOP_R              = 5'd18;
reg [4:0] state;
reg [3:0] write_byte_cnt;
reg [7:0] write_byte_reg;
always @(posedge clk, negedge rst_n) begin
    if(!rst_n) begin
        state <= IDLE;
        write_byte_cnt <= 4'd0;
        write_byte_reg <= 8'd0;
        SDA_en <= 1'b0;
    end
    else begin
        case(state)
            IDLE: 
			begin
                SDA_en <= 1'b1;
                SDA_r <= 1'b1;
                if(PL_KEY1_pressed == 1'b0) 
					begin
						state <= START_W;
					end
                else if(PL_KEY2_pressed == 1'b0) 
                    state <= START_R_1;
                else
                    state <= IDLE;
            end
            START_W: 	 
			begin
                if((cnt == 11'd25)) 
					begin
						SDA_r <= 1'b0;
						write_byte_cnt <= 4'd0;
						write_byte_reg <= WRITE_CTRL_BYTE;
						state <= SEND_CTRL_BYTE_W;
					end
                else
                    state <= START_W;
            end
            SEND_CTRL_BYTE_W: 	 
			begin
                if((cnt == 11'd87)) 
					begin
						case(write_byte_cnt)
							0: SDA_r <= write_byte_reg[7]; 
							1: SDA_r <= write_byte_reg[6]; 
							2: SDA_r <= write_byte_reg[5];
							3: SDA_r <= write_byte_reg[4];
							4: SDA_r <= write_byte_reg[3];
							5: SDA_r <= write_byte_reg[2];
							6: SDA_r <= write_byte_reg[1];
							7: SDA_r <= write_byte_reg[0];
							default: ;
						endcase
						write_byte_cnt <= write_byte_cnt + 1'b1;
						if(write_byte_cnt == 4'd8) 
							begin
								write_byte_cnt <= 4'd0;
								SDA_en <= 1'b0;  			 
								state <= RECEIVE_ACK_1_W;
							end
						else 
							state <= SEND_CTRL_BYTE_W;
					end
            end
            RECEIVE_ACK_1_W:  	 
			begin
                if((cnt == 11'd50)) 
					begin
						write_byte_reg <= WRITE_READ_ADDR;
						SDA_en <= 1'b1;
						state <= SEND_ADDR_BYTE_W;
					end
                else
                    state <= RECEIVE_ACK_1_W;
            end
            SEND_ADDR_BYTE_W:  	 
			begin
                if((cnt == 11'd87)) 
					begin
						case(write_byte_cnt)
							0: SDA_r <= write_byte_reg[7];
							1: SDA_r <= write_byte_reg[6];
							2: SDA_r <= write_byte_reg[5];
							3: SDA_r <= write_byte_reg[4];
							4: SDA_r <= write_byte_reg[3];
							5: SDA_r <= write_byte_reg[2];
							6: SDA_r <= write_byte_reg[1];
							7: SDA_r <= write_byte_reg[0];
							default: ;
						endcase
						write_byte_cnt <= write_byte_cnt + 1'b1;
						if(write_byte_cnt == 4'd8) 
							begin
								write_byte_cnt <= 4'd0;
								SDA_en <= 1'b0;   
								state <= RECEIVE_ACK_2_W;
							end
						else
							state <= SEND_ADDR_BYTE_W;
					end
            end
            RECEIVE_ACK_2_W:   	 
			begin
                if((cnt == 11'd50)) 
					begin
						write_byte_reg <= WRITE_DATA;
						SDA_en <= 1'b1;
						state <= SEND_DATA_BYTE_W;
					end
                else
                    state <= RECEIVE_ACK_2_W;
            end
            SEND_DATA_BYTE_W:    
			begin
                if((cnt == 11'd87)) 
					begin
						case(write_byte_cnt)
							0: SDA_r <= write_byte_reg[7];
							1: SDA_r <= write_byte_reg[6];
							2: SDA_r <= write_byte_reg[5];
							3: SDA_r <= write_byte_reg[4];
							4: SDA_r <= write_byte_reg[3];
							5: SDA_r <= write_byte_reg[2];
							6: SDA_r <= write_byte_reg[1];
							7: SDA_r <= write_byte_reg[0];
							default: ;
						endcase
						write_byte_cnt <= write_byte_cnt + 1'b1;
						if(write_byte_cnt == 4'd8) 
							begin
								write_byte_cnt <= 4'd0;
								SDA_en <= 1'b0;   
								state <= RECEIVE_ACK_3_W;
							end
						else
							state <= SEND_DATA_BYTE_W;
					end
            end
            RECEIVE_ACK_3_W:     
			begin
                if((cnt == 11'd50)) 
					begin
						SDA_en <= 1'b1;
						state <= STOP_W;
					end
                else
                    state <= RECEIVE_ACK_3_W;
            end
            STOP_W: 
			begin
                if((cnt == 11'd87)) 
                    SDA_r <= 1'b0;
                else if((cnt == 11'd25)) 
					begin
						SDA_r <= 1'b1;
						state <= IDLE;
					end
            end
            START_R_1:   
			begin
                if((cnt == 11'd25)) 
					begin
						SDA_r <= 1'b0;
						write_byte_cnt <= 4'd0;
						write_byte_reg <= WRITE_CTRL_BYTE;
						state <= SEND_CTRL_BYTE_1_R;
					end
                else
                    state <= START_R_1;
            end
            SEND_CTRL_BYTE_1_R:     
			begin
                if((cnt == 11'd87)) 
					begin
						case(write_byte_cnt)
							0: SDA_r <= write_byte_reg[7];
							1: SDA_r <= write_byte_reg[6];
							2: SDA_r <= write_byte_reg[5];
							3: SDA_r <= write_byte_reg[4];
							4: SDA_r <= write_byte_reg[3];
							5: SDA_r <= write_byte_reg[2];
							6: SDA_r <= write_byte_reg[1];
							7: SDA_r <= write_byte_reg[0];
							default: ;
						endcase
						write_byte_cnt <= write_byte_cnt + 1'b1;
						if(write_byte_cnt == 4'd8) 
							begin
								write_byte_cnt <= 4'd0;
								SDA_en <= 1'b0;   
								state <= RECEIVE_ACK_1_R;
							end
						else
							state <= SEND_CTRL_BYTE_1_R;
					end
            end
            RECEIVE_ACK_1_R:  
			begin
                if((cnt == 11'd50)) 
					begin
						SDA_en <= 1'b1;
						write_byte_reg <= WRITE_READ_ADDR;
						state <= SEND_ADDR_BYTE_R;
					end
                else
                    state <= RECEIVE_ACK_1_R;
            end
            SEND_ADDR_BYTE_R:     
			begin
                if((cnt == 11'd87)) 
					begin
						case(write_byte_cnt)
							0: SDA_r <= write_byte_reg[7];
							1: SDA_r <= write_byte_reg[6];
							2: SDA_r <= write_byte_reg[5];
							3: SDA_r <= write_byte_reg[4];
							4: SDA_r <= write_byte_reg[3];
							5: SDA_r <= write_byte_reg[2];
							6: SDA_r <= write_byte_reg[1];
							7: SDA_r <= write_byte_reg[0];
							default: ;
						endcase
						write_byte_cnt <= write_byte_cnt + 1'b1;
						if(write_byte_cnt == 4'd8) 
							begin
								write_byte_cnt <= 4'd0;
								SDA_en <= 1'b0;   
								state <= RECEIVE_ACK_2_R;
							end
						else
							state <= SEND_ADDR_BYTE_R;
					end
            end
            RECEIVE_ACK_2_R:   
			begin
                if((cnt == 11'd50)) 
					begin
						SDA_en <= 1'b1;
						SDA_r <= 1'b1;   
						state <= START_R_2;
					end
                else
                    state <= RECEIVE_ACK_2_R;
            end
            START_R_2: 	 
			begin
                if((cnt == 11'd25)) 
					begin
						SDA_r <= 1'b0;
						write_byte_cnt <= 4'd0;
						write_byte_reg <= READ_CTRL_BYTE;
						state <= SEND_CTRL_BYTE_2_R;
					end
                else
                    state <= START_R_2;
            end
            SEND_CTRL_BYTE_2_R:     
			begin
                if((cnt == 11'd87)) 
					begin
						case(write_byte_cnt)
							0: SDA_r <= write_byte_reg[7];
							1: SDA_r <= write_byte_reg[6];
							2: SDA_r <= write_byte_reg[5];
							3: SDA_r <= write_byte_reg[4];
							4: SDA_r <= write_byte_reg[3];
							5: SDA_r <= write_byte_reg[2];
							6: SDA_r <= write_byte_reg[1];
							7: SDA_r <= write_byte_reg[0];
							default: ;
						endcase
						write_byte_cnt <= write_byte_cnt + 1'b1;
						if(write_byte_cnt == 4'd8) 
							begin
								write_byte_cnt <= 4'd0;
								SDA_en <= 1'b0;   
								state <= RECEIVE_ACK_3_R;
							end
						else
							state <= SEND_CTRL_BYTE_2_R;
					end
            end
            RECEIVE_ACK_3_R: 
			begin
                if((cnt == 11'd50)) 
					begin
						state <= RECEIVE_DATA_R;
					end
                else
                    state <= RECEIVE_ACK_3_R;
            end
            RECEIVE_DATA_R:     
			begin
                if((cnt == 11'd25)) 
					begin
						case(write_byte_cnt)
							0: write_byte_reg[7] <= SDA;
							1: write_byte_reg[6] <= SDA;
							2: write_byte_reg[5] <= SDA;
							3: write_byte_reg[4] <= SDA;
							4: write_byte_reg[3] <= SDA;
							5: write_byte_reg[2] <= SDA;
							6: write_byte_reg[1] <= SDA;
							7: write_byte_reg[0] <= SDA;
							default: ;
						endcase
						write_byte_cnt <= write_byte_cnt + 1'b1;
						if(write_byte_cnt == 4'd8) 
							begin
								write_byte_cnt <= 4'd0;
								SDA_en <= 1'b1;   
								state <= STOP_R;
							end
					end
                else
                    state <= RECEIVE_DATA_R;
            end
            STOP_R: 
			begin
                if((cnt == 11'd87))
                    SDA_r <= 1'b0;
                else if((cnt == 11'd25)) 
					begin
						SDA_r <= 1'b1;
						state <= IDLE;
					end
            end
        endcase
    end
end
endmodule
==> /design/flow/run.sh <==
#!/bin/bash
# OpenROAD 26Q1-2900-gdf79404cd8, Yosys 0.63+post, stock flow scripts
make -C /OpenROAD-flow-scripts/flow DESIGN_CONFIG=/design/flow/config.mk WORK_HOME=/design/flow/orfs finish
==> /design/flow/config.mk <==
export PLATFORM = sky130hd
export DESIGN_NAME = i2c_master
export DESIGN_NICKNAME = i2c_master
export VERILOG_FILES = /design/flow/design.v
export SDC_FILE = /design/flow/constraint.sdc
export NUM_CORES = 4
export LEC_CHECK = 1
export CORE_UTILIZATION = 30
==> /design/flow/constraint.sdc <==
current_design i2c_master

set clk_period 4.9
set clk_io_pct 0.2

create_clock -name clk0 -period $clk_period [get_ports {clk}]

set non_clock_inputs [all_inputs -no_clocks]
set_input_delay [expr $clk_period * $clk_io_pct] -clock clk0 $non_clock_inputs
set_output_delay [expr $clk_period * $clk_io_pct] -clock clk0 [all_outputs]
==> flow_summary.ini <==
; generated from flow reports
[floorplan]
die_h_um = 105.5
die_w_um = 105.5
ios = 6
initCoreUtil = 0.3101
rows = 37

[logic_synthesis]
most_common_cell = dfrtp_1
synthFlopType = dfrtp_1
ys_top_cells_by_count = 58 x dfrtp_1, 44 x nand2_1, 33 x nor2_1, 17 x nand3_1, 16 x o21ai_0
avgSynthCellArea_sq_um = 10.05
ys_area_sq_um = 3216
synthCells = 320
yosys_warnings = 2
ys_sh_aoi = 0.1335
top_area_cell = dfrtp_1
synth-xor-area-share = 0.05720
area_leaders = dfrtp_1 45%, dfstp_2 5.7%, nand2_1 5.1%
ys_top_logic_family = simple AND/OR/NAND/NOR gates
synth_adder_area_share = 0.03502
synth_top_area_share = 0.4514
synth_cell_type_count = 57
async_flop_share = 0.9848
edf_count = 1
ys_seq_frac = 0.5179
simple_gate_area_frac = 0.2128
ys_cells = 320
synth_flops = 66
syn-cell-area_sq_um = 3216
mux_share = 0.01401

[cts]
post_cts_resized = 0
postCtsSetupRepairBufs = 0
h-tree-depth = 3
cts_made_buffers = 9
cts.sinks = 66
hold_buffers = 0
cts-root-buf = clkbuf_8
clockBufferDepth = 2

[place]
placed_area_sq_um = 3382
place_congestion = 0.8552
dp.cells = 452
hpwl_um = 4180
port_buffers = 4

[status]
tool.error = [error] [KeplerFormal.cpp:679] Workflow failed: Iso has multiple drivers: .SDA0, SDA$_DFFE_PP_.Q0
status = aborted with a tool error
outcome.stop_stage = clock tree synthesis (4_1_cts)
metrics by stage:
step | total power [mW] | setup slack, ps | utilization
2_1_floorplan | 0.5781 | 3019 | -
3_3_place_gp | 0.5952 | 2806 | 0.3261
3_5_place_dp | 0.5954 | 2754 | 0.3261
kinds of logic after synthesis:
kind of cell | after synthesis
mux | 4
fa+ha+maj | 9
xor+xnor | 21
compound gates | 61
flops | 66
buf+inv | 21
simple gates | 138
Power figures rest on the tool's default switching activity, not on a simulated workload.
