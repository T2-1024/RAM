--- /design/flow/config.mk ---
export PLATFORM = sky130hd
export DESIGN_NAME = clk_dection
export DESIGN_NICKNAME = clk_dection
export VERILOG_FILES = /design/flow/design.v
export SDC_FILE = /design/flow/constraint.sdc
export NUM_CORES = 4
export LEC_CHECK = 1
export CORE_AREA = 10 10 113 113
export DIE_AREA = 0 0 123 123
--- /design/flow/constraint.sdc ---
current_design clk_dection

set clk_period 1.0
set clk_io_pct 0.2

create_clock -name clk0 -period $clk_period [get_ports {clk_125M_dect}]
create_clock -name clk1 -period $clk_period [get_ports {clk_25M_dect}]
create_clock -name clk2 -period $clk_period [get_ports {clk_run}]

set non_clock_inputs [all_inputs -no_clocks]
set_input_delay [expr $clk_period * $clk_io_pct] -clock clk0 $non_clock_inputs
set_output_delay [expr $clk_period * $clk_io_pct] -clock clk0 [all_outputs]
--- /design/flow/design.v ---
`timescale 1ns / 1ps
module clk_dection
	#(
		parameter CLK_NUM = 'd156
	)
	(
		input   clk_25M_dect,
		input   clk_125M_dect,
		input   rst,
		input   clk_run,
		output  reg  clk_flag,
		output  reg [9:0] clk_cnt
    );
	reg  [5:0] cnt_1us;   
	reg  [31:0] cnt_1s;    
	reg        flag_1us;
	reg        flag_1s;
	reg        flag_1us_2,flag_1us_1;
	reg        flag_1s_2,flag_1s_1;
	wire       flag_1us_neg;
	wire       flag_1us_pos;
	wire       flag_1s_neg;
	assign flag_1us_neg = flag_1us_2 & ( ~flag_1us_1);
	assign flag_1us_pos = (~flag_1us_2) & flag_1us_1;
	assign flag_1s_neg  = flag_1s_2  & ~flag_1s_1;
	always @ ( posedge clk_25M_dect )
	begin
		if(rst)
			begin
				cnt_1us <= 6'd0;
				cnt_1s  <= 32'd0;
				flag_1us <= 1'b0;
				flag_1s  <= 1'b0;
			end
		else
			begin
			   cnt_1us <=  cnt_1us + 1'd1;
			   cnt_1s  <=  cnt_1s + 1'd1;
			   flag_1s <=  cnt_1s[26];
			   if(cnt_1us >= 'd50)
					cnt_1us <= 6'd0;
			   if(cnt_1s >= 32'hfffffffa)
					cnt_1s <= 32'd0;
			   if(cnt_1us >= 'd0 && cnt_1us <= 'd24)
					flag_1us <= 'b1;
			   else
					flag_1us <= 'b0;          
			end
	end
	always @ ( posedge clk_125M_dect)
	begin
		if(rst)
			begin
				{flag_1s_2,flag_1s_1} <= 2'b11;
				{flag_1us_2,flag_1us_1} <= 2'b11;
			end
		else 
			begin
				{flag_1us_2,flag_1us_1}  <= {flag_1us_1,flag_1us};
				{flag_1s_2,flag_1s_1}  <= {flag_1s_1,flag_1s};
			end
	end
	reg [9:0] clk_cnt_1;
	always @ ( posedge clk_run )
	begin
		if(rst)
			begin
				clk_flag        <= 1'b1;
				clk_cnt_1       <= 10'd0;
				clk_cnt         <= 10'd0;          
			end
		else 
			begin
				if(flag_1us)
					clk_cnt_1  <=  clk_cnt_1 + 1'd1;
				if(flag_1us_neg)
					begin
					   clk_cnt_1    <= 10'd0; 
					   clk_cnt      <= clk_cnt_1;
					   if((clk_cnt_1 >= (CLK_NUM - 'd5)) && (clk_cnt_1 <= (CLK_NUM + 'd5)))
							clk_flag <= 1'b1;
					   else
							clk_flag <= 1'b0;
					end 
			end
	end
endmodule
--- /design/flow/run.sh ---
#!/bin/bash
# OpenROAD 26Q1-2900-gdf79404cd8, Yosys 0.63+post, stock flow scripts
make -C /OpenROAD-flow-scripts/flow DESIGN_CONFIG=/design/flow/config.mk WORK_HOME=/design/flow/orfs finish
==> flow_summary.toml <==
# generated from flow reports
[finish]
logic_area_um2 = 716.9
seqCellArea_um2 = 643.1
fill_cells = 1090
final_util = 0.2040
layout-drive-gt1-share = 0.5228
lay_top_cells = "buf_4, nand2_1, dfxtp_2"
area_growth_pct = 70.86
layout_top_cell = "buf_4"
final_cells = 333
fin_area_um2 = 2106

[timing]
layout_setup_ws_ns = -0.2156
worst_pin_slew_ns = 0.2712
rsz0062_at_grt = "true"
drv_slew = 0
holdWs_ns = 0.4549
tns_ns = -1.376
finalHoldViolCount = 0
setup_viol = 15
max-slew-margin-rel = 0.8167
skew_ns = 0.003348

[synthesis]
synth_seq_share = 0.4873
async_reset_ff_frac = 0
synth_area_um2 = 1232
synth_flops = 30
yosysWarnings = 1
synthDistinctLibCells = 31
syn_inst = 141
ys.flop_type = "dfxtp_1"
edf_count = 0
yosys-stat-area_um2 = 1232
syn_area_per_cell_um2 = 8.741
ys_cells = 141

[placed_design]
dpl_cell_area_um2 = 1793
gp_congestion = 0.8311
dpl.hpwl_um = 2253
pre_cts_slack_ns = -0.2201
io_buffers = 12
dp_cells = 313

[cts]
cts_tree = "done"
clkTransAtPathRegs_ns = 0.08
cts_hold_buf = 0
cts.sinks = 30

[power_and_ir_drop]
seq_power_share = 0.461
swShare = 0.2154
power_density_nw_per_um2 = 1301
power.share.clock = 0.458
power_leakage_nw = 0.7847
ir_worst_vdd_mv = 0.9152
internal_power_mw = 2.149
combPwrFrac = 0.081
power_mw = 2.739
p_switching_mw = 0.5902

[floorplanning]
fp_util = 0.1194
die_area_um2 = 15130
ios = 15
rows = 37
die_y_um = 123
dieWidth_um = 123
coreArea_um2 = 10320

[routing]
antennaDiodeCount = 0
viasPerCell = 3.471
routed_wl_um = 3164
drt_iter0_markers = 25
routedWlPerCell_um = 9.502
remaining_drc_errors = 0
vias = 1156
ant_nets = 0
firstDrtPassIters = 6

[worst_setup_path]
max_stage_delay_ns = 0.40
cp_slowest_cell = "or4_1"
critPathLaunchType = "register"
critPathLaunch = "clk_cnt_1[1]"
arrival_ns = 1.41
reg2reg_from = "clk_cnt_1[1]"
worstPathMaxFanout = 6
cp.required_ns = 1.19
cp_cell_sequence = "ha_4 -> nand2_2 -> or4_1 -> a21oi_1"
endpoint_kind = "register"
critPathKind = "register to register"

[global_routing]
grt_pass1_vias = 1088
grt_max_degree = 13
grt_antenna_before_repair = 0
grt_use_total = 0.04058
overflow = 0
grt_pass1_wl_um = 5030

[job]
tool_warnings = 32
cap_viol_max_count = 0

[outcome]
violations = "setup timing"
outcome = "finished with violations"

[min_path]
hold_class = "register to register"
hp-start = "clk_cnt[5]"
worst max-delay path: cells and delay by family (launching register included):
| family | cells | cell delay [ns] |
|---|---|---|
| flip-flops | 1 | 0.39 |
| adder cells (fa/ha/maj) | 1 | 0.15 |
| AND-OR/OR-AND | 1 | 0.13 |
| AND/OR/NAND/NOR | 2 | 0.47 |
timing repair:
item | 4_1_cts | 5_1_grt
pin swaps | 12 | 8
resized | 48 | 20
endpoints found under the setup margin | 26 | 23
gates cloned | 0 | 0
setup buffers | 5 | 4
power groups by stage:
stage / logic [mW] / registers (mW) / clock network [mW]
final: 0.222 / 1.26 / 1.25
after CTS: 0.208 / 1.26 / 1.30
after global routing: 0.249 / 1.27 / 1.35
state kept, by name, summed over array words and instances (netlist names):
| signal | cells |
|---|---|
| clk_cnt | 10 |
| clk_cnt_1 | 10 |
| clk_flag | 1 |
| cnt_1us | 6 |
| flag_1us | 1 |
| flag_1us_1 | 1 |
| flag_1us_2 | 1 |
kinds of logic after synthesis:
kind of cell / count (synthesis) / synth area share
AOI/OAI and AO/OA: 28 / 0.1320
xor gates and xnor gates: 7 / 0.04975
adders and majority gates: 5 / 0.05076
buffers and inverters: 11 / 0.03655
DFF: 30 / 0.4873
muxes: 1 / 0.008122
and+or+nand+nor: 59 / 0.2355
synth_stat cells (2+ instances only):
master,count,share of area
dfxtp_1,30,0.49
a21oi_1,17,0.069
ha_1,5,0.051
nand4_1,3,0.015
clkbuf_1,3,0.0091
o31ai_1,4,0.024
nand3_1,4,0.016
o21ai_0,2,0.0081
nand2_1,26,0.079
or4_1,3,0.018
buf_2,3,0.012
inv_1,5,0.015
nor2_1,12,0.037
xnor2_1,3,0.021
or2_2,2,0.010
xor2_1,4,0.028
per-layer routing:
| metal | vias up | GRT usage | wire length [um] |
|---|---|---|---|
| met5 | - | 0 | 0 |
| met4 | 0 | 0.008006 | 28 |
| met3 | 4 | 0.01665 | 187 |
| met2 | 16 | 0.05890 | 1357 |
| met1 | 540 | 0.05595 | 1591 |
| li1 | 596 | - | - |
area by class of cell:
cell class                 count  area share
clock inverter                 1    0.002377
inverter                       5     0.01010
clock buffer                  10     0.06061
timing repair buffer          51      0.2002
multi-input combinational    100      0.3405
tap                          136     0.08081
sequential                    30      0.3054
worst paths after layout:
kind               slack (ns)  depth (start not counted)           end
min in group clk0        0.48                          1    flag_1us_2
hold / removal           0.45                          2    clk_cnt[5]
hold reg to reg          0.45                          2    clk_cnt[5]
setup / recovery        -0.22                          4  clk_cnt_1[8]
max in group clk1       -0.04                          3      flag_1us
setup reg to reg        -0.22                          4  clk_cnt_1[8]
max in group clk0        0.04                          1    clk_cnt[9]
min in group clk1        0.47                          1      flag_1us
Power is estimated from default activity; no workload was simulated.
