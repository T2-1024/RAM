**flow/config.mk**
```make
export PLATFORM = sky130hd
export DESIGN_NAME = ram
export DESIGN_NICKNAME = ram
export VERILOG_FILES = /design/flow/design.v
export SDC_FILE = /design/flow/constraint.sdc
export NUM_CORES = 4
export LEC_CHECK = 1
export CORE_UTILIZATION = 50
```
**flow/constraint.sdc**
```tcl
current_design ram

set clk_period 5.3
set clk_io_pct 0.2

create_clock -name clk0 -period $clk_period [get_ports {clk}]

set non_clock_inputs [all_inputs -no_clocks]
set_input_delay [expr $clk_period * $clk_io_pct] -clock clk0 $non_clock_inputs
set_output_delay [expr $clk_period * $clk_io_pct] -clock clk0 [all_outputs]
```
**flow/design.v**
```verilog
module ram(
	input			clk,
	input			rst_n,
	input			en_write,
	input			en_read,
	input	[7:0]	addr_ram_in,
	inout	[31:0]	data_ram_io
	);
    reg		[31:0]	ram_data[255:0];   
    integer			i;   
    reg		[31:0]	data_ram_out;
	always @(posedge clk or posedge rst_n)
	begin
		if (rst_n)									 
			begin
				for(i=0;i<=255;i=i+1)
				ram_data[i] <= 32'b0;
			end
		else if (en_write)
			begin
				ram_data[addr_ram_in] <= data_ram_io;
			end
		else if (en_read) 
			begin
				data_ram_out <= ram_data[addr_ram_in];
			end
		else											 
			begin
				data_ram_out <= 32'bz;
			end
	end
	assign data_ram_io = en_read? data_ram_out : 32'bz;
endmodule
```
**flow/run.sh**
```bash
#!/bin/bash
# OpenROAD 26Q1-2900-gdf79404cd8, Yosys 0.63+post, stock flow scripts
make -C /OpenROAD-flow-scripts/flow DESIGN_CONFIG=/design/flow/config.mk WORK_HOME=/design/flow/orfs finish
```
==> Changelog: implementation <==
### Changed

- Status: stopped before the end
- Failed at: 4_1_cts
- Log Error: [error] [KeplerFormal.cpp:679] Workflow failed: Iso has multiple drivers: .data_ram_io17, place4593.X0
- Post-synth regs: about 8000
- Post-DP HPWL: around 910 mm
- Dpl cells: between 30000 and 40000
- Port bufs: 10
- Yosys xor share: 0.00486%
- Main area contributors: dfrtp_1 (57%), mux2_2 (25%), a22oi_1 (5.2%)
- Post CTS Setup Buffer Count: 0
- Root Buffer: clkbuf_16
- CTS buffer count: ~860
- GP Congestion: just over 1
- Ys cells: about 27000
- Width of the die: between 800 and 900 um
- FP Util: between 50% and 60%
- Adders+Majority by Area: 0%
- Yosys warnings: 4
- Top cells by count, synth: dfrtp_1 (8192), mux2_2 (8141), a22oi_1 (2516), clkbuf_1 (1775), nand3_1 (791)
- Placed cell area: roughly 380000 um^2
- Main logic family after synthesis: multiplexers
- Cells after synthesis: 26769
- Netlist Area Pre-Place: about 360000 um^2
- FFs w/ async S/R, synth: between 90% and 100%
- Mux area share: approximately 26%
- Leading area contributor after synthesis: dfrtp_1
- Distinct lib cells: between 70 and 80
- Die height: around 850 um
- CTS resizes: 0
- Top FF cell, synth: dfrtp_1
- Post-Synth AOI/OAI Area: 9.43%
- Number of top-level pins: 44
- Most common cell in the netlist: dfrtp_1
- CTS Hold Bufs: 0
- Post-synth seq share: 57.2%
- Yosys chip area: about 360000 um^2
- Clock Tree Buf Depth: 4
- Post-Synthesis Mean Instance Area: between 10 and 15 um^2
- Htree depth: 6
- Number of enable flip-flop cells: 32
- Post-synth top area share: between 50% and 60%
- Clock Sink Count: just over 8000
- Rows: approximately 310
- Yosys simple share: about 4.5%
## kinds of logic after synthesis
kind of cell | count (synthesis)
xor+xnor | 2
simple gates | 2897
flops | 8224
compound gates | 4509
buf+inv | 2929
mux | 8208
## through the flow
step / setup WS (ns) / util (%)
floorplan: -110.14 / -
global placement: -0.910 / 53.3
detailed placement: -0.843 / 53.3
